[constraint.sdc]
current_design N_bit_adder

set clk_period 15.3
set clk_io_pct 0.2

create_clock -name clk0 -period $clk_period

set non_clock_inputs [all_inputs -no_clocks]
set_input_delay [expr $clk_period * $clk_io_pct] -clock clk0 $non_clock_inputs
set_output_delay [expr $clk_period * $clk_io_pct] -clock clk0 [all_outputs]
[config.mk]
export PLATFORM = sky130hd
export DESIGN_NAME = N_bit_adder
export DESIGN_NICKNAME = N_bit_adder
export VERILOG_FILES = /design/flow/design.v
export SDC_FILE = /design/flow/constraint.sdc
export NUM_CORES = 4
export LEC_CHECK = 1
export CORE_AREA = 10 10 89 89
export DIE_AREA = 0 0 99 99
[run.sh]
#!/bin/bash
# OpenROAD 26Q1-2900-gdf79404cd8, Yosys 0.63+post, stock flow scripts
make -C /OpenROAD-flow-scripts/flow DESIGN_CONFIG=/design/flow/config.mk WORK_HOME=/design/flow/orfs finish
[design.v]
module N_bit_adder(input1,input2,answer);
parameter N=32;
input [N-1:0] input1,input2;
   output [N-1:0] answer;
   wire  carry_out;
  wire [N-1:0] carry;
   genvar i;
   generate 
   for(i=0;i<N;i=i+1)
     begin: generate_N_bit_Adder
   if(i==0) 
  half_adder f(input1[0],input2[0],answer[0],carry[0]);
   else
  full_adder f(input1[i],input2[i],carry[i-1],answer[i],carry[i]);
     end
  assign carry_out = carry[N-1];
   endgenerate
endmodule 
module half_adder(x,y,s,c);
   input x,y;
   output s,c;
   assign s=x^y;
   assign c=x&y;
endmodule  
module full_adder(x,y,c_in,s,c_out);
   input x,y,c_in;
   output s,c_out;
 assign s = (x^y) ^ c_in;
 assign c_out = (y&c_in)| (x&y) | (x&c_in);
endmodule  
==> GITHUB_STEP_SUMMARY <==
## PnR job results

| Metric | Value |
|---|---|
| Status | finished with violations |
| Failing checks | negative setup slack |
| Die area | 9800 µm² |
| Initial DRT Pass Iterations | 1 |
| Number of global-route vias before repair | 931 |
| Worst setup SP type | input port |
| Cell count after synthesis | 64 |
| Die Ht | 99 µm |
| GR Util met2 | 7.72% |
| Starting Density | 14.6% |
| Final wirelength | 3320 µm |
| Largest net degree at the start of global routing | 2 |
| Area grow syn2layout | 98.0% |
| Placed cells | 203 |
| Share of cells above drive strength 1 | 32.8% |
| Yosys chip area | 877 µm² |
| Initial DRC count | 0 |
| # IOs | 96 |
| Clock buf count | 0 |
| Most used routing layer | met3 |
| CP max-delay cell | fa_2 |
| Dominant logic cell types in the final layout | clkdlybuf4s50_1 (84), fa_2 (30), buf_2 (8) |
| Max-slew violation count | 0 |
| Port bufs | 96 |
| Synth unique cells | 4 |
| DR DRC count | 0 |
| RSZ-0062 raised after global routing | true |
| Syn avg cell area | 13.7 µm² |
| Vias | 706 |
| Crit path capture type | output port |
| CP max stage delay | 0.40 ns |
| DIE WIDTH | 99 µm |
| Max-cap violations | 0 |
| Ant diodes | 0 |
| Via density | 3.48 |
| Arr. time, crit path | 14.12 ns |
| Endpoints failing hold | 0 |
| Initial antenna violation count | 0 |
| Setup WS post-layout | -1.88 ns |
| Leakage power | 0.599 nW |
| Detail Route Antenna Nets | 0 |
| First-pass GRT wire length | 5030 µm |
| Class of the worst hold path | in2out |
| Reg area | 0 µm² |
| PostCTS Resize Cnt | 40 |
| CP Class | in2out |
| Worst slew pin tran | 0.140 ns |
| Setup TNS | -7.83 ns |
| Met1 usage in global routing | 7.54% |
| Routed length per instance | 16.3 µm |
| Tool Warnings | 35 |
| Synth Cell Area | 877 µm² |
| FF+latch count | 0 |
| Core box area | 5990 µm² |
| Commonest Layout Cell | clkdlybuf4s50_1 |
| Yosys warns | 0 |
| Fillers | 598 |
| Dpl hpwl | 3310 µm |
| Post-synthesis sequential area ratio | 0% |
| # rows | 28 |
| Tcrit/Tclk final | 112% |
| Placer Congestion | 0.857 |
| GRT Residual Overflow | 0 |
| Post-layout util | 29.0% |
| P per Cell Area | 39.0 nW/µm² |
| Hold-fix buffers at CTS | 0 |
| Routing usage on met3 | 8.25% |
| Fmax | 58.2 MHz |
| Final setup viols | 7 |
| CP dominant cell by count | fa_2 |
| Cell total in the yosys stat output | 64 |
| Worst EP required | 12.24 ns |
| VDD IR max | 0.0146 mV |
| Slew Limit Headroom | 90.6% |
| Total GRT Usage | 6.51% |
| CP max FO | 1 |
| Post CTS Setup Buffer Count | 0 |
| Fin crit period | 17.18 ns |
| Final Non-Filler Cells | 203 |
-- synth_stat cells --
cell type | count | area (µm²)
xor3_1 | 1 | 23.8
fa_1 | 30 | 601
ha_1 | 1 | 12.5
buf_4 | 32 | 240
-- power by group --
group	total (mW)	leakage, nW	switching, mW	internal, mW
registers	0	0	0	0
clock network	0	0	0	0
logic	0.0677	0.599	0.0190	0.0488
-- worst max-delay path, delay by kind of cell --
kind	cells	cell delay, ns
XOR/XNOR	1	0.17
adder cells (fa/ha/maj)	31	10.65
buffers and inverters	2	0.22
-- final timing paths --
kind,endpoint,slack (ns),cells past startpoint,from
worst max-delay path,answer[31],-1.88,34,input1[0]
worst min-delay path,answer[0],6.75,3,input2[0]
-- per-stage QoR --
step / hold slack (ns) / setup WS [ns] / cell area, µm² / total power [mW]
after floorplan: 6.29 / -1.55 / 962 / 0.0352
after global placement: 7.20 / -2.69 / 1780 / 0.0748
after detailed placement: 7.20 / -2.69 / 1780 / 0.0756
after CTS: 6.77 / -1.93 / 1740 / 0.0709
after global routing: 6.78 / -2.14 / 1740 / 0.0779
final: 6.75 / -1.88 / 1740 / 0.0677
-- cell type report --
| class | instances | area, µm² | share of cell area (%) |
|---|---|---|---|
| multi-input combinational | 32 | 724 | 41.7 |
| tap | 75 | 93.8 | 5.40 |
| timing repair buffer | 96 | 918 | 52.9 |
-- kinds of logic after synthesis --
group / Yosys count / synth area share, %
xor+xnor: 1 / 2.71
fa+ha+maj: 31 / 69.9
buf+inv: 32 / 27.4
-- metal layers --
metal  wire (µm)  part of all wire [%]
met5           0                     0
met3        1030                    31
met2        1040                    31
met4           0                     0
met1        1240                    37
Power figures rest on the tool's default switching activity, not on a simulated workload.
