==> /design/flow/config.mk <==
export PLATFORM = sky130hd
export DESIGN_NAME = delay_timer_ls7212
export DESIGN_NICKNAME = delay_timer_ls7212
export VERILOG_FILES = /design/flow/design.v
export SDC_FILE = /design/flow/constraint.sdc
export NUM_CORES = 4
export LEC_CHECK = 1
export CORE_AREA = 10 10 110 110
export DIE_AREA = 0 0 120 120
==> /design/flow/constraint.sdc <==
current_design delay_timer_ls7212

set clk_period 1.0
set clk_io_pct 0.2

create_clock -name clk0 -period $clk_period [get_ports {clk}]

set non_clock_inputs [all_inputs -no_clocks]
set_input_delay [expr $clk_period * $clk_io_pct] -clock clk0 $non_clock_inputs
set_output_delay [expr $clk_period * $clk_io_pct] -clock clk0 [all_outputs]
==> /design/flow/design.v <==
 module delay_timer_ls7212  
 (   
      input [7:0] wb,  
      input clk,  
      input reset,  
      input trigger,  
      input mode_a, mode_b,  
      output reg delay_out_n  
 );  
 reg[7:0] PULSE_WIDTH ;  
 reg [7:0] DELAY;  
 reg [7:0] TIMER=0;  
 reg trigger_sync_1=0,trigger_sync_2=0;  
 wire trigger_rising,trigger_falling;  
 reg timer_start=0,out_low=0;  
 wire timer_clear2,timer_clear3,timer_clear;  
 reg [1:0] mode;  
 reg reset_timer1=0,reset_timer2=0,reset_timer=0;  
 wire reset_timer3,reset_det;  
 reg reset_det1=0,reset_det2=0;  
 always @(posedge clk)  
 begin  
           trigger_sync_1 <= trigger;  
           trigger_sync_2 <= trigger_sync_1; 
           reset_timer1 <= reset_timer;  
           reset_timer2 <= reset_timer1;  
           reset_det1 <= reset;  
           reset_det2 <= reset_det1;  
 end  
 assign trigger_rising = trigger_sync_1 & (~trigger_sync_2);   
 assign trigger_falling = trigger_sync_2 & (~trigger_sync_1);   
 assign reset_timer3 = reset_timer1 & (~reset_timer2);  
 assign reset_det = reset_det2 & (~reset_det1);  
 always @(trigger_rising,trigger_falling,mode_a,mode_b,wb)  
 begin  
      if(trigger_falling == 1 || trigger_rising == 1) begin  
           PULSE_WIDTH = wb;  
           DELAY = (2*wb + 1)/2;  
           mode = {mode_a,mode_b};  
      end  
 end  
 always @(mode,reset,trigger_falling,trigger_rising,TIMER,reset,trigger,PULSE_WIDTH,DELAY,reset_det)  
 begin  
      case(mode)  
                2'b00:  
                          begin  
                               if(reset) begin  
                                    out_low <= 0;  
                                    timer_start <= 0;  
                                    reset_timer <= 1;  
                               end  
                               else if(trigger_rising==1) begin  
                                    out_low <= 1;  
                                    timer_start <= 1;  
                                    reset_timer <= 1;  
                                    end  
                               else if(TIMER>=PULSE_WIDTH) begin  
                                    out_low <= 0;  
                                    timer_start <= 0;  
                                    reset_timer <= 1;  
                               end  
                          end  
                2'b01:  
                          begin  
                               if(reset) begin  
                                    out_low <= 0;  
                                    timer_start <= 0;  
                                    reset_timer <= 1;  
                               end  
                               else if(reset_det==1 && trigger==1) begin  
                                    timer_start <= 1;  
                                    reset_timer <= 0;  
                               end  
                               else if(trigger_rising==1) begin  
                                    timer_start <= 1;  
                                    reset_timer <= 0;  
                                    end  
                               else if(trigger_falling==1 || trigger == 0) begin  
                                    out_low <= 0;  
                                    reset_timer <= 1;  
                                    timer_start <= 0;  
                               end  
                               else if(TIMER >= DELAY) begin  
                                    out_low <= 1;  
                                    timer_start <= 0;  
                                    reset_timer <= 1;  
                               end  
                          end       
                2'b10:  
                          begin  
                               if(reset) begin  
                                    out_low <= 0;  
                                    timer_start <= 0;  
                                    reset_timer <= 1;  
                               end  
                               else if(trigger_rising==1 || trigger == 1) begin  
                                    out_low <= 1;  
                               end  
                               else if(trigger_falling==1 ) begin  
                                    timer_start <= 1;  
                                    reset_timer <= 0;  
                                    end  
                               else if(TIMER>=DELAY) begin  
                                    out_low <= 0;  
                                    timer_start <= 0;  
                                    reset_timer <= 1;  
                               end  
                          end       
                2'b11:  
                          begin  
                               if(reset) begin  
                                    out_low <= 0;  
                                    timer_start <= 0;  
                                    reset_timer <= 1;  
                               end  
                               else if(reset_det==1 && trigger==1) begin  
                                    timer_start <= 1;  
                                    reset_timer <= 0;  
                               end  
                               else if(trigger_falling==1 || trigger_rising==1 ) begin  
                                    timer_start <= 1;  
                                    reset_timer <= 0;  
                                    end  
                               else if(TIMER>=DELAY) begin  
                                    out_low <= trigger;  
                                    timer_start <= 0;  
                                    reset_timer <= 1;  
                               end  
                          end  
           endcase  
 end  
 always @(posedge clk or posedge timer_clear)  
 begin  
 if(timer_clear)   
      TIMER <= 0;  
 else if(timer_start)  
      TIMER <= TIMER + 1;  
 end  
 assign timer_clear = reset_timer3 | trigger_rising == 1 | timer_clear3 ;  
 assign timer_clear2 = (trigger_rising == 1)|(trigger_falling == 1);  
 assign timer_clear3 = timer_clear2 & (mode == 2'b11);  
 always @(posedge clk)  
 begin  
      if(out_low == 1)  
           delay_out_n <= 0;  
      else  
           delay_out_n <= 1;  
 end  
 endmodule
==> /design/flow/run.sh <==
#!/bin/bash
# OpenROAD 26Q1-2900-gdf79404cd8, Yosys 0.63+post, stock flow scripts
make -C /OpenROAD-flow-scripts/flow DESIGN_CONFIG=/design/flow/config.mk WORK_HOME=/design/flow/orfs finish
==> out/metrics.yaml <==
finish:
  logic_area_um2: 547
  drive_gt1_share_pct: 17.6
  stdcell_count: 275
  area_growth_pct: 44.1
  fillers: 1088
  area.sequential_um2: 539
  fin_util_pct: 16.2
power_and_ir_drop:
  power_density_nw_per_um2: 1360
  comb_power_share_pct: 36.7
  ir_drop_uv: 440
  p_leak_nw: 0.703
  p_sw_mw: 0.643
  pwr-share-seq_pct: 41.0
  p_int_mw: 1.51
  swShare_pct: 29.8
  power_mw: 2.16
  power.share.clock_pct: 22.3
drt:
  drtIter0Drc: 54
  vias_per_cell: 3.03
  wirelength_mm: 2.17
  vias: 832
  wl_per_cell_um: 7.88
  antenna_cells: 0
  drc: 0
  ant_nets: 0
  first_pass_iters: 4
global_routing:
  grt_max_degree: 12
  first_global_vias: 809
  grt_first_pass_wirelength_mm: 3.66
  grt.overflow.total: 0
  antenna_found_initial: 0
  grt_use_total_pct: 2.96
setup_path:
  r2r_cells: 2
  cp.depth: 2
  critPathCaptureType: "flip-flop"
  critPathRequiredTime_ps: 1130
  worst_setup_path_start_kind: "flip-flop"
  cp.buffers_inverters: 0
  cpPeakStageDelay_ps: 440
  worstPathArrival_ps: 1170
  r2r_slack_ps: -40
  path_class: "reg -> reg"
  crit_path_max_fanout: 4
  cp_slowest_cell: "dfrtp_2"
  path_delay_family: "flip-flops"
  crit_chain: "ha_4, mux2_4"
die:
  fp_util_pct: 11.2
  ios: 14
  rows: 36
  die_area_um2: 14400
  dieWidth_um: 120
  core_um2: 9770
  fp.dieH_um: 120
clock_tree:
  numCtsBuffers: 3
  cts_tree: "built"
  cts-root-buf: "clkbuf_8"
  clockBufferDepth: 2
  path_clk_slew_ps: 60
  cts_setup_buffers: 0
  clk_latency_ps: 240
  htree_levels: 1
logic_synthesis:
  yosysWarnings: 1
  yosysMostFrequentCell: "inv_1"
  top_area_cell: "dfrtp_1"
  ys.flops: 28
  ys_types: 30
  synth_top_area_share_pct: 18.3
  yosys_area_um2: 1100
  synth_cells: 115
  dominantRegCellSynth: "dlxtn_1"
  synthArstFlopShare_pct: 28.6
  syn_area_um2: 1100
  avgSynthCellArea_um2: 9.53
  common_cells: "inv_1 (15), dlxtn_1 (13), ha_1 (11), nor2_1 (11), dfrtp_1 (8)"
  top_cells_by_area: "dfrtp_1 (18%), dlxtn_1 (18%), dfxtp_1 (13%)"
  edf_count: 0
  ys_cells: 115
sta:
  fin_crit_ps: 1040
  rsz0062_at_grt: "yes"
  untimed_endpoints: 15
  fmax_ghz: 0.961
  drv_slew: 0
  finalWorstSetupSlack_ps: -40.1
  hold_viol: 0
  max_slew_margin_pct: 78.5
  fin_skew_ps: 4.74
  tightest_slew_ps: 323
  finalSetupViolations: 3
  unclocked_regs: 13
  setup_tns_ps: -55.6
  fin_crit_sh_pct: 104
run:
  warnings: 29
  drv_cap: 0
placed_design:
  portBuffers: 13
  gp_congestion: 0.778
  dp_hpwl_mm: 1.79
  placed_cells: 271
outcome:
  status: "complete, but fails checks"
  failed_checks: "negative setup slack"
hold_path:
  hp-class: "reg -> reg"
  holdPathStages: 0
==> power groups by stage <==
stage | clock network [mW] | registers, mW | logic (mW)
after CTS | 0.499 | 0.858 | 0.776
final | 0.480 | 0.883 | 0.792
after global routing | 0.522 | 0.900 | 0.918
==> routing by layer <==
| metal | up-vias | track usage, % | wire, µm |
|---|---|---|---|
| met3 | 2 | 0.238 | 45 |
| met1 | 374 | 4.00 | 1080 |
| met4 | 0 | 0.830 | 55 |
| li1 | 440 | - | - |
| met5 | - | 0 | 0 |
| met2 | 16 | 4.95 | 990 |
==> logic make-up after synthesis <==
| family | Yosys count | synth area share, % |
|---|---|---|
| AND-OR/OR-AND | 20 | 11.5 |
| XOR/XNOR | 7 | 5.59 |
| AND/OR/NAND/NOR | 32 | 14.3 |
| multiplexers | 1 | 1.03 |
| buffers and inverters | 16 | 6.16 |
| flip-flops | 15 | 31.0 |
| latches | 13 | 17.8 |
| adder cells (fa/ha/maj) | 11 | 12.6 |
==> metrics by stage <==
step                      setup WS (ps)  cell area (µm²)  hold slack [ps]
after CTS                         -66.7             1560              355
after detailed placement          -59.4             1510              342
after floorplan                   -48.0             1130              228
after global placement            -31.6             1510              340
after global routing              -92.1             1580              371
final                             -40.1             1580              353
==> worst register-to-register path: cells and delay by family (launching register included) <==
family	cells	cell delay, ps
flip-flops	1	440
multiplexers	1	250
adder cells (fa/ha/maj)	1	240
==> final timing paths <==
| path | endpoint | startpoint |
|---|---|---|
| min in group asynchronous | TIMER[7] | reset_timer1 |
| worst max-delay path | TIMER[1] | TIMER[0] |
| worst min-delay path | reset_det2 | reset_det1 |
| worst min register to register | reset_det2 | reset_det1 |
| worst max register to register | TIMER[1] | TIMER[0] |
| max in group asynchronous | TIMER[0] | trigger_sync_1 |
==> layout by cell type (no fill, tap or decap), types with 5 or more instances in the layout <==
| cell | instances |
|---|---|
| clkdlybuf4s50_1 | 12 |
| dlxtn_1 | 13 |
| dfxtp_1 | 5 |
| o21ai_0 | 7 |
| dfrtp_1 | 7 |
| ha_1 | 9 |
| nor2_1 | 9 |
| nand2_1 | 7 |
| buf_4 | 10 |
| inv_1 | 14 |
==> what timing repair did <==
item                       in CTS  in global routing
pin swaps                       0                  1
gates resized                   5                  4
setup endpoints to repair       3                  5
hold buffers                    0                  0
==> cell type report <==
cell class | count | share of cell area (%)
Tap cell | 133 | 10.5
Timing Repair Buffer | 24 | 14.3
Inverter | 15 | 3.57
Clock buffer | 4 | 2.85
Sequential cell | 28 | 34.2
Multi-Input combinational cell | 71 | 34.6
Power figures rest on the tool's default switching activity, not on a simulated workload.
