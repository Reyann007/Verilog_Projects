==> flow/design.v <==
module PWM_Generator_Verilog
 (
 clk,  
 increase_duty,  
 decrease_duty,  
 PWM_OUT  
    );
 input clk;
 input increase_duty;
 input decrease_duty;
 output PWM_OUT;
 wire slow_clk_enable;  
 reg[27:0] counter_debounce=0; 
 wire tmp1,tmp2,duty_inc; 
 wire tmp3,tmp4,duty_dec; 
 reg[3:0] counter_PWM=0; 
 reg[3:0] DUTY_CYCLE=5;  
 always @(posedge clk)
 begin
   counter_debounce <= counter_debounce + 1;
   if(counter_debounce>=1) 
    counter_debounce <= 0;
 end
 assign slow_clk_enable = counter_debounce == 1 ?1:0;
 DFF_PWM PWM_DFF1(clk,slow_clk_enable,increase_duty,tmp1);
 DFF_PWM PWM_DFF2(clk,slow_clk_enable,tmp1, tmp2); 
 assign duty_inc =  tmp1 & (~ tmp2) & slow_clk_enable;
 DFF_PWM PWM_DFF3(clk,slow_clk_enable,decrease_duty, tmp3);
 DFF_PWM PWM_DFF4(clk,slow_clk_enable,tmp3, tmp4); 
 assign duty_dec =  tmp3 & (~ tmp4) & slow_clk_enable;
 always @(posedge clk)
 begin
   if(duty_inc==1 && DUTY_CYCLE <= 9) 
    DUTY_CYCLE <= DUTY_CYCLE + 1; 
   else if(duty_dec==1 && DUTY_CYCLE>=1) 
    DUTY_CYCLE <= DUTY_CYCLE - 1; 
 end 
 always @(posedge clk)
 begin
   counter_PWM <= counter_PWM + 1;
   if(counter_PWM>=9) 
    counter_PWM <= 0;
 end
 assign PWM_OUT = counter_PWM < DUTY_CYCLE ? 1:0;
endmodule
module DFF_PWM(clk,en,D,Q);
input clk,en,D;
output reg Q;
always @(posedge clk)
begin 
 if(en==1)  
  Q <= D;
end 
endmodule
==> flow/run.sh <==
#!/bin/bash
# OpenROAD 26Q1-2900-gdf79404cd8, Yosys 0.63+post, stock flow scripts
make -C /OpenROAD-flow-scripts/flow DESIGN_CONFIG=/design/flow/config.mk WORK_HOME=/design/flow/orfs finish
==> flow/config.mk <==
export PLATFORM = sky130hd
export DESIGN_NAME = PWM_Generator_Verilog
export DESIGN_NICKNAME = PWM_Generator_Verilog
export VERILOG_FILES = /design/flow/design.v
export SDC_FILE = /design/flow/constraint.sdc
export NUM_CORES = 4
export LEC_CHECK = 1
export CORE_AREA = 10 10 94 94
export DIE_AREA = 0 0 104 104
==> flow/constraint.sdc <==
current_design PWM_Generator_Verilog

set clk_period 2.4
set clk_io_pct 0.2

create_clock -name clk0 -period $clk_period [get_ports {clk}]

set non_clock_inputs [all_inputs -no_clocks]
set_input_delay [expr $clk_period * $clk_io_pct] -clock clk0 $non_clock_inputs
set_output_delay [expr $clk_period * $clk_io_pct] -clock clk0 [all_outputs]
==> flow_metrics.tcl <==
# metrics dict for downstream scripts
set metrics [dict create \
    run_status "complete, no violations" \
    drc 0 \
    finalSetupViolations 0 \
    syn_area_um2 1500 \
    crit_type "reg2out" \
    vias_per_cell 3.36 \
    ctsHoldBuffers 0 \
    crit_buf_inv 2 \
    fin_crit_ps 2120 \
    area_delta_synth_final_pct 26.2 \
    ys_ff 40 \
    comb_area_um2 671 \
    slowest_delay_ps 410 \
    cts_tree "yes" \
    drive_gt1_share_pct 16.4 \
    total_power_w 0.00126 \
    htreeDepth 2 \
    mostFrequentLayoutCell "dfxtp_1" \
    ys_area_um2 1500 \
    yosys_warnings 2 \
    ir_drop_v 0.000235 \
    rr_worst_depth 7 \
    dpl.hpwl_um 1330 \
    cpMaxStageDelayCell "edfxtp_1" \
    io_buffers 3 \
    maxCapViolCount 0 \
    grt_first_pass_wirelength_um 3500 \
    gp_congestion 0.723 \
    fp.dieW_um 104 \
    startpoint "DUTY_CYCLE[1]" \
    rsz0062_at_grt "no" \
    n_antenna_cell 0 \
    hp-class "reg2reg" \
    ios 4 \
    skew_ps 6.67 \
    hold_start "PWM_DFF1.Q" \
    grt_max_degree 14 \
    dr.pass1.iters 2 \
    register_area_um2 881 \
    synthCells 118 \
    hold_depth 0 \
    required_ps 1920 \
    power.density_nw_per_um2 663 \
    r2r_start "DUTY_CYCLE[1]" \
    chip_area_um2 10800 \
    fin_ws_ps 282 \
    grt_overflow 0 \
    drv_slew 0 \
    ys_types 33 \
    die_h_um 104 \
    end_kind "output port" \
    ys_cells 118 \
    num_rows 30 \
    crit_path_max_fanout 2 \
    synth-async-reset-ratio_pct 0 \
    crit_chain "inv_2 > ha_1 > a21o_1 > a21o_1 > a21oi_1 > dlygate4sd2_1" \
    worstPathArrival_ps 1640 \
    wl_per_cell_um 7.33 \
    finalClockPeriodUsage_pct 88.3 \
    ys_seq_share_pct 58.6 \
    cts_buffer_depth 2 \
    vias 858 \
    r2r_slack_ps 300 \
    cts-buffers-inserted 5 \
    grt.total_usage_pct 3.78 \
    post-place-ws_ps 211 \
    clk_pin_slew_ps 70 \
    clk_latency_ps 280 \
    hold_viol_final 0 \
    grt_pass1_vias 838 \
    antenna_found_initial 0 \
    ant_nets 0 \
    setup_tns_ps 0 \
    leakagePower_nw 0.749 \
    drtIter0Drc 16 \
    coreArea_um2 6830 \
    edf_count 8 \
    wirelength_um 1870 \
    syn_area_per_cell_um2 12.7 \
    path_delay_family "AND-OR/OR-AND gates" \
    critPathMostFrequentCell "a21o_1" \
    ys.flop_type "dfxtp_1" \
    fmax_mhz 472 \
    lay_top_cells "dfxtp_1, conb_1, ha_1" \
    tool_warnings 31 \
    cp.depth 6 \
    cts_root_buf "clkbuf_8" \
    fillers 717 \
    r2r-end "DUTY_CYCLE[3]" \
    numClockSinks 40 \
    whs_endpoint "PWM_DFF2.Q" \
    worstSetupStartpointType "register" \
    fp-utilization_pct 22.0 \
]
[final cells by class]
class	instances	share of cell area (%)
clock buffer	5	3.63
clock inverter	3	2.18
inverter	11	2.18
multi-input combinational	91	35.4
sequential	40	46.4
tap	96	6.33
timing repair buffer	9	3.89
[power by group]
group | switching, W | leakage [nW] | internal [W] | total, W
registers | 0.0000131 | 0.351 | 0.000705 | 0.000719
clock network | 0.000217 | 0.0585 | 0.000308 | 0.000525
logic | 0.00000631 | 0.340 | 0.00000737 | 0.0000137
[synthesized netlist by cell type (4+ instances only)]
| master | count | share of area (%) |
|---|---|---|
| edfxtp_1 | 8 | 16 |
| ha_1 | 12 | 10 |
| nor2_1 | 8 | 2.0 |
| nand2b_1 | 4 | 1.7 |
| inv_1 | 11 | 2.7 |
| dfxtp_1 | 32 | 43 |
| nor4_4 | 4 | 5.7 |
| nand2_1 | 4 | 1.0 |
[routing by layer]
metal | vias to the layer above | part of all wire, % | wire [um] | GRT usage (%)
met5 | - | 0 | 0 | 0
met4 | 0 | 1.3 | 25 | 0.596
met3 | 5 | 6.7 | 126 | 2.19
met2 | 13 | 43 | 795 | 5.81
met1 | 365 | 49 | 922 | 4.57
li1 | 475 | - | - | -
[repair_timing]
| item | CTS | global route |
|---|---|---|
| endpoints found under the setup margin | 1 | 0 |
| buffers inserted | 3 | 0 |
| gates resized | 3 | 0 |
[cells by family (layout without fill, tap and decap cells)]
kind of cell	after synthesis	count (layout)	synth area share, %
DFF	40	40	58.6
other	1	25	0.250
adders and majority gates	12	12	9.99
xor gates and xnor gates	2	2	1.17
AOI/OAI and AO/OA	16	16	7.74
and+or+nand+nor	36	36	19.5
buffers and inverters	11	28	2.75
[worst reg2reg max path, delay by kind of cell, from the launching register on]
family | cells | cell delay [ps]
flops | 1 | 410
buf+inv | 2 | 190
fa+ha+maj | 1 | 190
compound gates | 4 | 1070
[per-stage QoR]
step           util [%]  hold slack, ps  cells  area (um^2)
2_1_floorplan         -             426    142         1590
3_3_place_gp       25.8             439    244         1770
3_5_place_dp       25.8             446    244         1770
4_1_cts            27.8             464    255         1900
5_1_grt            27.8             471    255         1900
6_report           27.8             457    255         1900
[worst max-delay path by stage]
stage / to / slack, ps
5_1_grt: DUTY_CYCLE[3] / 190
6_report: PWM_OUT / 280
4_1_cts: PWM_OUT / 260
[state kept, by name, indices dropped and copies added, names as in the netlist]
register / count
counter_PWM: 4
counter_debounce: 28
PWM_DFF1.Q: 1
DUTY_CYCLE: 4
PWM_DFF4.Q: 1
PWM_DFF3.Q: 1
PWM_DFF2.Q: 1
Power figures rest on the tool's default switching activity, not on a simulated workload.
